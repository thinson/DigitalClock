--- design/flow/config.mk ---
export PLATFORM = sky130hd
export DESIGN_NAME = clock
export DESIGN_NICKNAME = clock
export VERILOG_FILES = /design/flow/design.v
export SDC_FILE = /design/flow/constraint.sdc
export NUM_CORES = 4
export LEC_CHECK = 1
export CORE_UTILIZATION = 40
export SYNTH_HDL_FRONTEND = slang
--- design/flow/constraint.sdc ---
current_design clock

set clk_period 3.7
set clk_io_pct 0.2

create_clock -name clk0 -period $clk_period [get_ports {CLK_1Hz}]

set non_clock_inputs [all_inputs -no_clocks]
set_input_delay [expr $clk_period * $clk_io_pct] -clock clk0 $non_clock_inputs
set_output_delay [expr $clk_period * $clk_io_pct] -clock clk0 [all_outputs]
--- design/flow/design.v ---
module clock(CLK_1Hz, reset, select, select_enable, num, second_d, second_g, minute_d, minute_g, hour_d, hour_g, change1,change2,change3);
input CLK_1Hz,change1,change2,change3;  
input reset,select_enable;
input[2:0] select;
input[3:0] num;
output  reg[3:0] second_d, second_g, minute_d, minute_g, hour_d, hour_g;
wire   cout_s,cout_m;
always @(posedge CLK_1Hz)  
begin  
  if(!reset) second_d<=0;
  else if(select_enable&&select==3'd0)
  begin
		second_d<=num;
  end
  else if(second_d==9)  
    second_d<=0;  
  else  
    second_d<=second_d+1;  
end  
always @(posedge CLK_1Hz)  
begin  
  if(!reset) second_g<=5;
  else if(select_enable&&select==3'd1)
  begin
		second_g<=num;
  end  
  else if(second_d==9)  
    begin  
      if(second_g==5)  
        second_g<=0;  
      else  
        second_g<=second_g+1;  
    end  
  end  
assign cout_s=((second_d==9)&&(second_g==5))?1:0;  
always @(posedge CLK_1Hz)  
begin  
  if(!reset)  
        minute_d <= 9;  
  else if(select_enable&&select==3'd3)
  begin
		minute_d<=num;
  end
  else if(cout_s)  
    begin  
     if(minute_d==9)  
        minute_d <= 0;  
     else   
        minute_d <=minute_d+1;  
    end  
end  
always @(posedge CLK_1Hz)  
begin  
  if(!reset)  
    minute_g <= 5;
  else if(select_enable&&select==3'd4)
  begin
		minute_g<=num;
  end  
  else if(cout_s)  
    begin  
    if(minute_d==9)  
      begin  
      if(minute_g==5)  
        minute_g <= 0;  
      else   
        minute_g<= minute_g+1;  
      end  
    end  
end  
assign cout_m = ((minute_d==9)&&(minute_g==5))?1:0;  
always @(posedge CLK_1Hz)  
begin
  if(!reset)  
        hour_d <= 1;
  else if(select_enable&&select==3'd6)
  begin
		hour_d<=num;
  end
  else if(change1&&(hour_g>=1)&&(hour_d>=2))
  begin
		hour_d<=hour_d-2;
  end
  else if(change3&&(hour_g<=1)&&(hour_d<2))
  begin
		hour_d<=hour_d+2;
  end
  else if(cout_m&&cout_s&&!change2)  
  begin  
    if((hour_d==3)&&(hour_g==2))  
      hour_d<=0;  
    else  
       if(hour_d==9)  
        hour_d <=0;  
       else  
        hour_d <= hour_d + 1;  
  end
  else if(cout_m&&cout_s&&change2)  
  begin  
    if((hour_d==1)&&(hour_g==1))  
      hour_d<=0;  
    else  
       if(hour_d==9)  
        hour_d <=0;  
       else  
        hour_d <= hour_d + 1;  
  end  
end  
always @(posedge CLK_1Hz)  
begin  
  if(!reset)  
        hour_g <= 1; 
  else if(select_enable&&select==3'd7)
  begin
		hour_g<=num;
  end
  else if(change1&&(hour_g>=1)&&(hour_d>=2))
  begin
		hour_g<=hour_g-1;
  end
  else if(change3&&(hour_g<=1)&&(hour_d<2))
  begin
		hour_g<=hour_g+1;
  end
  else if(cout_m&&cout_s&&!change2)  
  begin
      if((hour_d==3)&&(hour_g==2))  
        hour_g <= 0;  
      else if(hour_d==9)  
        hour_g<=hour_g+1;  
  end
  else if(cout_m&&cout_s&&change2)
  begin
      if((hour_d==1)&&(hour_g==1))  
        hour_g <= 0;  
      else if(hour_d==9)  
        hour_g<=hour_g+1;  
  end
end 
endmodule
--- design/flow/run.sh ---
#!/bin/bash
# OpenROAD 26Q1-2900-gdf79404cd8, Yosys 0.63+post, stock flow scripts
make -C /OpenROAD-flow-scripts/flow DESIGN_CONFIG=/design/flow/config.mk WORK_HOME=/design/flow/orfs finish
==> changes_impl.md <==
### Implementation results

- Crit path required time: 3.86 ns
- Main kind of combinational logic by area: simple AND/OR/NAND/NOR gates
- Port buffer count: 36
- OpenROAD warnings: 29
- FP Util: 0.421
- RSZ-0062 raised after global routing: false
- Drt pass-1 iters: 4
- Distinct cell type count after synthesis: 49
- Setup_tns: 0 ns
- Comb gate area: 0.00126 sq mm
- Die Wd: 69.9 um
- Pwr Density: 559 mW/mm^2
- Die Y: 69.9 um
- Setup CP Type: flip-flop to flip-flop
- Synth Instances: 238
- Ys cells: 238
- Syn. warnings: 0
- GRT Total Usage: 0.211
- Worst hold stages: 2
- Post-Synth Simple-Gate Area: 0.283
- Worst Tran Pin Value: 0.748 ns
- CP max FO: 8
- Mux cell area share: 0.0325
- Synth flops: 24
- Fillers: 422
- Cts hold-fix bufs: 0
- Row Count: 24
- Synth Seq Share: 0.260
- First-pass GRT wire length: 8180 um
- Min cycle time layout: 2.39 ns
- Reg2Reg Launch Point: hour_g[0]
- Yosys stat area: 0.00185 sq mm
- Worst R2R End: hour_g[0]
- Latency at later pin: 0.27 ns
- Startpoint types: flip-flop
- CTS Buf Count: 3
- Clk slew on worst S/H paths: 0.09 ns
- Hold_sp: second_d[3]
- Final Setup Violations: 0
- CTS tree: yes
- Placer Congestion: 0.872
- DRC: 0
- Total number of vias: 1858
- Maximum buffer depth of the clock tree: 2
- Core ar.: 0.00438 sq mm
- ANT nets after route: 0
- Synthesized area per cell: 7.75 sq um
- Die area: 0.00489 sq mm
- Inserted Diodes: 0
- Dominant cell area share: 0.260
- Wirelength per Cell: 15.3 um
- Initial DRC count: 123
- Largest cells by area after synthesis: dfxtp_1 (26%), o21ai_0 (5.2%), a211oi_1 (4.1%), ha_1 (4.1%), nor2_1 (3.7%)
- Worst slew margin: 0.496
- Routed wire length: 4880 um
- Fin. max-slew vios: 0
- Number of max-cap violations: 0
- Number of global-route vias before repair: 1629
- Worst hold slack: 0.556 ns
- Highest Clock Rate: 418 MHz
- Worst hold path type: flip-flop to flip-flop
- Area Overhead vs Synth: 24.3%
- Outcome: finished, final reports clean
- Clk_skew: 0.00733 ns
- Reg2Reg Depth: 7
- Final hold viol count: 0
- Clock root cell: clkbuf_8
- Mapped cell area: 0.00185 sq mm
- Reg area: 480 sq um
- R2r setup slk: 1.31 ns
- CTS H-tree depth: 1
- CP arrival: 2.56 ns
- Largest net degree at the start of global routing: 16
- Adder Area Share: 0.0407
- Post-detail-place hpwl: 3550 um
- Setup crit end kind: flip-flop
- Leak: 0.840 nW
- Yosys xor share: 0.0617
- Top cell type by total area after synthesis: dfxtp_1
- GR Overflow Total: 0
- Setup Fix Bufs, Post-CTS: 0
- Clock Sinks: 24
- Synth Area in Compound Gates: 0.265
- Cycle use final: 0.647
- Hold path endpoint: second_d[3]
- CTS resizes: 0
- Initial antenna violation count: 0
- VDD IR max: 0.315 mV
- # IOs: 37
- Share of cells above drive strength 1: 0.0524
- Vias per cell: 5.82
cell type report:
cell class	instances	area share
clock inverters	1	0.0131
clock buffers	3	0.0180
flip-flops and latches	24	0.209
well taps	52	0.0284
multi-input cells	189	0.550
repair buffers	37	0.160
inverters	13	0.0213
sequential cells by signal, summed over array words and instances (netlist names):
signal and flops:
hour_g 4, second_d 4, minute_g 4, minute_d 4
hour_d 4, second_g 4
routing by layer:
metal	vias to the layer above	wire (um)	global-route usage
met1	864	2540	0.366
met3	6	181	0.0263
met4	0	38	0.0111
li1	942	-	-
met5	-	0	0
met2	46	2120	0.299
report_power, final:
part / internal (W) / switching (W)
sequential: 0.000300 / 0.000112
clock: 0.000145 / 0.0000884
combinational: 0.000325 / 0.000314
Yosys cell counts (all sizes together):
| master | number |
|---|---|
| clkbuf | 9 |
| or4b | 1 |
| xnor2 | 7 |
| and2 | 1 |
| xor2 | 6 |
| a41oi | 1 |
| nor4bb | 2 |
| nor2 | 18 |
| o31ai | 4 |
| a221o | 1 |
| nor2b | 7 |
| a211oi | 10 |
| a311oi | 1 |
| o21ai | 19 |
| o211a | 1 |
| nand2 | 17 |
| a21o | 3 |
| o211ai | 4 |
| mux2i | 6 |
| and4bb | 3 |
| nand4 | 5 |
| or2 | 1 |
| or4bb | 1 |
| o21a | 1 |
| o311ai | 1 |
| nand2b | 6 |
| a31oi | 7 |
| and3 | 1 |
| dfxtp | 24 |
| or4 | 1 |
| o41ai | 1 |
| o22ai | 3 |
| buf | 3 |
| nor3b | 2 |
| inv | 13 |
| nand3 | 9 |
| ha | 6 |
| a31o | 1 |
| a221oi | 1 |
| nor3 | 9 |
| and4 | 2 |
| or3 | 3 |
| o311a | 2 |
| nor4 | 2 |
| a21oi | 12 |
cells in the final DEF (no fill, tap or decap), types with 8 or more instances in the layout:
cell type	instances
dfxtp_1	24
clkdlybuf4s50_1	36
o21ai_0	19
nand2_1	17
a21oi_1	12
nand3_1	9
nor2_1	18
inv_1	13
a211oi_1	10
nor3_1	8
worst max path at each step:
stage	start	to	depth (start not counted)
global route	hour_g[0]	hour_g[1]	7
finish	hour_g[0]	hour_g[0]	7
CTS	hour_g[0]	hour_g[0]	7
critical path, stage by stage, from the launching register on:
cell and delay, ns:
dfxtp_1 0.52, inv_1 0.14, ha_1 0.25, o21ai_0 0.60
or3_4 0.27, nand2_1 0.08, a211oi_1 0.31, o31ai_1 0.11
stage by stage:
stage / cell area (sq um) / total power, W / util / cells / setup slack (ns)
CTS: 2290 / 0.00129 / 0.523 / 319 / 1.35
global placement: 2220 / 0.00105 / 0.507 / 315 / 1.23
floorplan: 1850 / 0.000862 / - / 238 / 1.59
global route: 2290 / 0.00139 / 0.523 / 319 / 1.14
detailed placement: 2220 / 0.00105 / 0.507 / 315 / 1.23
finish: 2290 / 0.00128 / 0.523 / 319 / 1.31
logic make-up after synthesis:
logic type | Yosys count
xor gates and xnor gates | 13
muxes | 6
adders and majority gates | 6
and+or+nand+nor | 91
DFF | 24
buffers and inverters | 25
AOI/OAI and AO/OA | 73
No activity file was given, so power comes from the tool's default toggle rates.
