**flow/config.mk**
```make
export PLATFORM = sky130hd
export DESIGN_NAME = stopwatch
export DESIGN_NICKNAME = stopwatch
export VERILOG_FILES = /design/flow/design.v
export SDC_FILE = /design/flow/constraint.sdc
export NUM_CORES = 4
export LEC_CHECK = 1
export CORE_AREA = 10 10 83 83
export DIE_AREA = 0 0 93 93
export SYNTH_HDL_FRONTEND = slang
```
**flow/constraint.sdc**
```tcl
current_design stopwatch

set clk_period 2.9
set clk_io_pct 0.2

create_clock -name clk0 -period $clk_period [get_ports {CLK_100Hz}]

set non_clock_inputs [all_inputs -no_clocks]
set_input_delay [expr $clk_period * $clk_io_pct] -clock clk0 $non_clock_inputs
set_output_delay [expr $clk_period * $clk_io_pct] -clock clk0 [all_outputs]
```
**flow/design.v**
```verilog
module stopwatch(CLK_100Hz,reset,stop, ms_d, ms_g, second_d, second_g,minute_d, minute_g);
input CLK_100Hz,reset,stop;
output reg[3:0] ms_d, ms_g, second_d, second_g,minute_d, minute_g;
always @(posedge CLK_100Hz)  
begin  
  if(!reset) ms_d<=0;
  else if(stop) ms_d<=ms_d;
  else if(ms_d==9)  
    ms_d<=0;  
  else  
    ms_d<=ms_d+1;  
end  
always @(posedge CLK_100Hz)  
begin  
  if(!reset) ms_g<=0;
  else if(stop) ms_g<=ms_g;  
  else if(ms_d==9)  
    begin  
      if(ms_g==9)  
        ms_g<=0;  
      else  
        ms_g<=ms_g+1;  
    end  
  end  
assign cout_s=((ms_d==9)&&(ms_g==9))?1:0;  
always @(posedge CLK_100Hz)  
begin  
  if(!reset)  
        second_d <= 0;
  else if(stop) second_d<=second_d;  
  else if(cout_s)  
    begin  
     if(second_d==9)  
        second_d <= 0;  
     else   
        second_d <=second_d+1;  
    end  
end  
always @(posedge CLK_100Hz)  
begin  
  if(!reset)  
    second_g <= 0; 
  else if(stop) minute_g<=minute_g; 
  else if(cout_s)  
    begin  
    if(second_d==9)  
      begin  
      if(second_g==5)  
        second_g <= 0;  
      else   
        second_g<= second_g+1;  
      end  
    end  
end  
assign cout_m = ((second_d==9)&&(second_g==5))?1:0;  
always @(posedge CLK_100Hz)  
begin  
  if(!reset)  
        minute_d <= 0;  
  else if(stop) minute_d<=minute_d;
  else if(cout_m&&cout_s)  
  begin  
       if(minute_d==9)  
        minute_d <=0;  
       else  
        minute_d <= minute_d + 1;  
  end  
end  
always @(posedge CLK_100Hz)  
begin  
  if(!reset)  
        minute_g <= 0;  
  else if(stop) minute_g<=minute_g;
  else if(cout_m&&cout_s)  
  begin  
      if(minute_d==9)  
        minute_g<=minute_g+1;  
  end  
end
endmodule 
```
**flow/run.sh**
```bash
#!/bin/bash
# OpenROAD 26Q1-2900-gdf79404cd8, Yosys 0.63+post, stock flow scripts
make -C /OpenROAD-flow-scripts/flow DESIGN_CONFIG=/design/flow/config.mk WORK_HOME=/design/flow/orfs finish
```
==> flow_summary_export.csv <==
group,metric,value,unit
outcome,outcome,"complete, no violations",
global_route,track_usage,5.573,%
timing,final.min_clock_period,2.113,ns
timing,hold_ws,0.5066,ns
cts,cts_hold_buf,0,
global_route,antenna_found_initial,0,
worst_setup_path,cp_max_fo,13,
placement,hpwl,1774,um
cts,post-cts-setup-buffers,0,
worst_setup_path,worst_ep_arrival_time,2.30,ns
global_route,grt_pass1_vias,849,
detailed_routing,totalWireLength,2286,um
timing,fin_skew,0.001042,ns
placement,io_buffers,22,
die,ios,27,
timing,finalCritPeriodShare,72.87,%
worst_setup_path,slowest_stage,"or4_1",
finish,nFillCells,577,
cts,h-tree-depth,1,
die,dieArea,0.008649,mm2
die,die_x,93,um
cts,cts_tree,"built",
yosys,synth_cell_types,36,
placement,dpl_cell_area,0.001313,mm2
timing,hold_violations,0,
cts,ctsResizeCount,0,
yosys,ys_ff,20,
cts,clockRootBuffer,"clkbuf_8",
power,leakage,0.4668,nW
finish,drive_gt1_share,6.383,%
yosys,ys_cells,118,
detailed_routing,drc_errors,0,
power,finalPower,0.4763,mW
power,peakVddDrop,0.1389,mV
flow_run,openroad.warnings,25,
flow_run,max-cap-violations,0,
yosys,avgSynthCellArea,8.737,um2
worst_setup_path,cp-end-kind,"register",
worst_hold_path,hold_class,"reg2reg",
die,coreArea,0.005140,mm2
detailed_routing,wl_per_cell,10.83,um
yosys,flop_cell,"dfxtp_1",
worst_setup_path,required,3.08,ns
global_route,grt_overflow_total,0,
global_route,grt_pass1_wl,4050,um
worst_setup_path,crit_path_start,"stop",
yosys,synthArstFlopShare,0,%
yosys,enable_flop_cells,0,
yosys,synth_seq_share,38.83,%
global_route,top_usage_layer,"met2",
detailed_routing,drtIter0Drc,55,
finish,area_delta_synth_final,31.31,%
worst_setup_path,rr_endpoint,"minute_d[3]",
die,num_rows,26,
die,fp-utilization,20.06,%
worst_setup_path,cp-start-kind,"input pin",
timing,tns,0,ns
detailed_routing,via_per_inst,4.019,
global_route,grt_use_met2,7.944,%
timing,slew_viol_final,0,
finish,final_area,0.001354,mm2
detailed_routing,first_pass_iters,4,
global_route,met1_usage,7.802,%
yosys,ys_area,0.001031,mm2
finish,final_layout_top_logic_cells,"clkdlybuf4s50_1, dfxtp_1, nor2_1",
detailed_routing,antenna_left,0,
timing,finalSetupViolCount,0,
detailed_routing,insertedDiodeCount,0,
yosys,netlist_instances,118,
worst_setup_path,crit_type,"in2reg",
timing,rsz0062_at_grt,"false",
placement,gp_congestion,0.7337,
worst_setup_path,r2r_cells,4,
yosys,yosysWarnings,8,
cts,cts.path.max_buffers,2,
global_route,grt_util_met3,2.423,%
worst_setup_path,worstPathCellList,"clkdlybuf4s50_1, and4bb_4, nand4_4, or4_1, a31oi_1",
worst_setup_path,max_stage_delay,0.53,ns
worst_setup_path,regToRegStartpoint,"ms_d[2]",
cts,clk_latency,0.25,ns
cts,clock_sinks,20,
detailed_routing,dr_total_vias,848,
timing,max_freq,0.4732,GHz
cts,cts_buffers,3,
worst_setup_path,critPathCapture,"minute_d[3]",
cts,path_clk_slew,0.07,ns
global_route,grt_max_degree,14,
power,power.density,351.8,mW/mm2
die,die_h,93,um
worst_setup_path,ff2ff_setup_slack,1.18,ns
yosys,syn_area,0.001031,mm2
finish,final_common_cell,"clkdlybuf4s50_1",
==> report_power, final <==
part	leakage (nW)	switching [mW]	internal [mW]
sequential	0.161	0.00388	0.277
clock	0.0216	0.0828	0.0923
combinational	0.284	0.00884	0.0111
==> registers in the layout (all words and copies together), names as in the netlist <==
name,cells
ms_g,4
minute_d,4
second_g,4
second_d,4
ms_d,4
==> cells by family after synthesis <==
kind of cell | after synthesis | synth area share [%]
XOR/XNOR | 5 | 4.247
AND/OR/NAND/NOR | 48 | 30.70
AND-OR/OR-AND | 28 | 15.90
buffers and inverters | 13 | 6.917
other | 1 | 0.3637
flip-flops | 20 | 38.83
multiplexers | 3 | 3.034
==> critical path: cells and delay by family <==
family	cells	cell delay [ns]
and+or+nand+nor	3	1.11
AOI/OAI and AO/OA	1	0.16
buffers and inverters	1	0.45
==> per-layer routing <==
metal / vias to the layer above / wire length, um
li1: 460 / -
met5: - / 0
met3: 5 / 203
met2: 18 / 922
met1: 365 / 1127
met4: 0 / 33
==> area by class of cell <==
cell class / instances / area [um2] / share of cell area, %
multi-input cells: 88 / 570.5 / 42.14
flip-flops and latches: 20 / 400.4 / 29.57
clock buffers: 3 / 41.29 / 3.050
inverters: 7 / 26.28 / 1.941
repair buffers: 23 / 227.7 / 16.82
well taps: 70 / 87.58 / 6.469
==> metrics by stage <==
stage,utilization (%),instances,worst slack [ns]
2_1_floorplan,-,121,1.152
3_5_place_dp,25.54,208,0.5227
4_1_cts,26.34,211,0.7837
6_report,26.34,211,0.7867
3_3_place_gp,25.54,208,0.5364
5_1_grt,26.34,211,0.7258
==> synthesized netlist by cell type (all sizes together) (3+ instances only) <==
cell | n | area share (%)
nor3b | 3 | 2.2
nor2 | 12 | 4.4
dfxtp | 20 | 39
o21ai | 10 | 4.9
xor2 | 4 | 3.4
nor2b | 6 | 3.6
o31ai | 3 | 2.2
nand2 | 6 | 2.2
inv | 6 | 2.2
a21oi | 10 | 4.9
or4 | 5 | 3.6
buf | 5 | 4.0
==> worst min path at each step <==
| stage | startpoint | end | slack (ns) | cells after the start |
|---|---|---|---|---|
| CTS | minute_d[0] | minute_d[0] | 0.52 | 2 |
| global route | minute_d[0] | minute_d[0] | 0.54 | 2 |
| finish | minute_d[0] | minute_d[0] | 0.51 | 2 |
Power figures rest on the tool's default switching activity, not on a simulated workload.
